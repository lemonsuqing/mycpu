==> /design/flow/design.v <==
module alu (
    input  logic [3:0]  alu_op_i,    
    input  logic [31:0] src1_i,      
    input  logic [31:0] src2_i,      
    output logic [31:0] result_o,    
    output logic        zero_o       
);
    logic [31:0] alu_result_w;  
    always_comb begin
        alu_result_w = 32'd0;  
        case (alu_op_i)
            4'b0010: alu_result_w = src1_i + src2_i;  
            4'b0110: alu_result_w = src1_i - src2_i;  
            4'b0000: alu_result_w = src1_i & src2_i;  
            4'b0001:  alu_result_w = src1_i | src2_i;  
            default:  alu_result_w = 32'd0; 
        endcase
    end
    assign result_o = alu_result_w;
    assign zero_o = (alu_result_w == 32'd0);
endmodule
module alu_ctrl (
    input  logic [6:0]  opcode_i,    
    input  logic [2:0]  funct3_i,    
    input  logic [6:0]  funct7_i,    
    output logic [3:0]  alu_op_o     
);
    always_comb begin
        alu_op_o = 4'b0010; 
        if (opcode_i == 7'b0110011) begin  
            case ({funct7_i[5], funct3_i}) 
                4'b0_000: alu_op_o = 4'b0010; 
                4'b1_000: alu_op_o = 4'b0110; 
                4'b0_111: alu_op_o = 4'b0000; 
                4'b0_110: alu_op_o = 4'b0001;  
                default: alu_op_o = 4'b0010; 
            endcase
        end
        else if (opcode_i == 7'b0010011) begin  
            case (funct3_i)
                3'b000: alu_op_o = 4'b0010;  
                default: alu_op_o = 4'b0010;
            endcase
        end
        else if (opcode_i == 7'b0000011 || opcode_i == 7'b0100011) begin  
            alu_op_o = 4'b0010; 
        end
        else begin
            alu_op_o = 4'b0010; 
        end
    end
endmodule
module core_top (
    input  logic clk,
    input  logic rst,
    output logic [31:0] pc_out,
    output logic [31:0] instr_out,
    output logic [31:0] rs1_data_out,
    output logic [31:0] rs2_data_out,
    output logic [31:0] imm_data_out,
    output logic [31:0] alu_result_out,
    output logic [31:0] dm_rdata_out 
);
    logic [31:0] pc_next_w; 
    logic [4:0]  rs1_addr_w, rs2_addr_w, rd_addr_w;
    logic [6:0]  opcode_w;
    logic [2:0]  funct3_w; 
    logic [6:0]  funct7_w; 
    logic [3:0] alu_op_w;
    logic src2_sel_w;   
    logic [31:0] src2_w;   
    logic alu_zero_w;   
    logic reg_write_w;       
    logic mem_read_w;        
    logic mem_write_w;       
    logic wb_data_sel_w;     
    logic [31:0] wb_data_w;  
    assign pc_next_w = pc_out + 32'd4; 
    pc_reg u_pc_reg ( .clk(clk), .rst(rst), .pc_next(pc_next_w), .pc_out(pc_out) );
    imem u_imem ( .addr_i(pc_out), .instr_o(instr_out) );
    decode u_decode (
        .instr_i(instr_out), .rs1_addr_o(rs1_addr_w), .rs2_addr_o(rs2_addr_w), 
        .rd_addr_o(rd_addr_w), .imm_o(imm_data_out), .opcode_o(opcode_w),
        .funct3_o(funct3_w), .funct7_o(funct7_w)      
    );
    always_comb begin
        reg_write_w   = 1'b0;
        mem_read_w    = 1'b0;
        mem_write_w   = 1'b0;
        wb_data_sel_w = 1'b0;  
        case (opcode_w)
            7'b0110011: begin  
                reg_write_w   = 1'b1; 
            end
            7'b0010011: begin  
                reg_write_w   = 1'b1; 
            end
            7'b0000011: begin  
                reg_write_w   = 1'b1; 
                mem_read_w    = 1'b1; 
                wb_data_sel_w = 1'b1;  
            end
            7'b0100011: begin  
                mem_write_w   = 1'b1; 
            end
            default: begin 
            end
        endcase
    end
    regfile u_regfile (
        .clk(clk), .rst(rst),
        .rs1_addr_i(rs1_addr_w), .rs2_addr_i(rs2_addr_w),
        .rs1_data_o(rs1_data_out), .rs2_data_o(rs2_data_out),
        .we_i(reg_write_w), .rd_addr_i(rd_addr_w), .rd_data_i(wb_data_w)  
    );
    alu_ctrl u_alu_ctrl (
        .opcode_i(opcode_w), .funct3_i(funct3_w), .funct7_i(funct7_w), .alu_op_o(alu_op_w)
    );
    assign src2_sel_w = (opcode_w == 7'b0110011) ? 1'b0 : 1'b1;
    assign src2_w = src2_sel_w ? imm_data_out : rs2_data_out;
    alu u_alu (
        .alu_op_i(alu_op_w), .src1_i(rs1_data_out), .src2_i(src2_w), 
        .result_o(alu_result_out), .zero_o(alu_zero_w)
    );
    logic [0:0] unused_alu_zero;
    assign unused_alu_zero = alu_zero_w;
    dmem u_dmem (
        .clk(clk), .rst(rst),
        .addr_i(alu_result_out),  
        .wdata_i(rs2_data_out),   
        .mem_read_i(mem_read_w),
        .mem_write_i(mem_write_w),
        .rdata_o(dm_rdata_out)    
    );
    assign wb_data_w = wb_data_sel_w ? dm_rdata_out : alu_result_out;
endmodule
module decode (
    input  logic [31:0] instr_i,       
    output logic [4:0]  rs1_addr_o,    
    output logic [4:0]  rs2_addr_o,    
    output logic [4:0]  rd_addr_o,     
    output logic [31:0] imm_o,         
    output logic [6:0]  opcode_o,      
    output logic [2:0]  funct3_o,      
    output logic [6:0]  funct7_o       
);
    assign opcode_o = instr_i[6:0];
    assign rd_addr_o  = instr_i[11:7];
    assign funct3_o = instr_i[14:12];
    assign rs1_addr_o = instr_i[19:15];
    assign rs2_addr_o = instr_i[24:20];
    assign funct7_o = instr_i[31:25]; 
    function automatic [31:0] sign_extend_12(input [11:0] data);
        if (data[11]) begin
            sign_extend_12 = { {20{1'b1}}, data };  
        end else begin
            sign_extend_12 = { {20{1'b0}}, data };  
        end
    endfunction
    assign imm_o = sign_extend_12(instr_i[31:20]);
endmodule
module dmem (
    input  logic [31:0] addr_i,        
    input  logic        clk,           
    input  logic        rst,           
    input  logic [31:0] wdata_i,       
    input  logic        mem_read_i,    
    input  logic        mem_write_i,   
    output logic [31:0] rdata_o        
);
    logic [31:0] dmem_arr [1024]; 
    assign rdata_o = dmem_arr[addr_i[11:2]]; 
    always_ff @(posedge clk or posedge rst) begin
        if (rst) begin
        end
        else if (mem_write_i) begin
            dmem_arr[addr_i[11:2]] <= wdata_i;
        end
    end
    initial begin
        dmem_arr[0] = 32'hdeadbeef; 
    end
endmodule
module imem (
    input  logic [31:0] addr_i,      
    output logic [31:0] instr_o      
);
    logic [31:0] imem_arr [256]; 
    initial begin
        imem_arr[0] = 32'h00A02093; 
        imem_arr[1] = 32'h01402113;
        imem_arr[2] = 32'h002081B3; 
        imem_arr[3] = 32'h00000013; 
    end
    assign instr_o = imem_arr[addr_i[9:2]]; 
endmodule
module pc_reg (
    input  logic        clk,       
    input  logic        rst,       
    input  logic [31:0] pc_next,   
    output logic [31:0] pc_out     
);
    always_ff @(posedge clk or posedge rst) begin
        if (rst) begin
            pc_out <= 32'h00000000;  
        end 
        else begin
            pc_out <= pc_next;      
        end
    end
endmodule
module regfile (
    input  logic        clk,           
    input  logic        rst,           
    input  logic [4:0]  rs1_addr_i,    
    input  logic [4:0]  rs2_addr_i,    
    output logic [31:0] rs1_data_o,    
    output logic [31:0] rs2_data_o,    
    input  logic        we_i,          
    input  logic [4:0]  rd_addr_i,     
    input  logic [31:0] rd_data_i      
);
    logic [31:0] registers [31:0]; 
    assign rs1_data_o = (rs1_addr_i == 5'd0) ? 32'd0 : registers[rs1_addr_i];
    assign rs2_data_o = (rs2_addr_i == 5'd0) ? 32'd0 : registers[rs2_addr_i];
    always_ff @(posedge clk or posedge rst) begin
        if (rst) begin
        end
        else if (we_i && rd_addr_i != 5'd0) begin
            registers[rd_addr_i] <= rd_data_i;
        end
    end
    initial begin
        registers[1] = 32'h00000000;
        registers[2] = 32'h00000000;
        registers[3] = 32'h00000000;
        registers[0] = 32'd0; 
    end
endmodule
==> /design/flow/run.sh <==
#!/bin/bash
# OpenROAD 26Q1-2900-gdf79404cd8, Yosys 0.63+post, stock flow scripts
make -C /OpenROAD-flow-scripts/flow DESIGN_CONFIG=/design/flow/config.mk WORK_HOME=/design/flow/orfs finish
==> /design/flow/config.mk <==
export PLATFORM = sky130hd
export DESIGN_NAME = core_top
export DESIGN_NICKNAME = core_top
export VERILOG_FILES = /design/flow/design.v
export SDC_FILE = /design/flow/constraint.sdc
export NUM_CORES = 4
export LEC_CHECK = 1
export CORE_UTILIZATION = 30
export SYNTH_MEMORY_MAX_BITS = 65536
==> /design/flow/constraint.sdc <==
current_design core_top

set clk_period 16.4
set clk_io_pct 0.2

create_clock -name clk0 -period $clk_period [get_ports {clk}]

set non_clock_inputs [all_inputs -no_clocks]
set_input_delay [expr $clk_period * $clk_io_pct] -clock clk0 $non_clock_inputs
set_output_delay [expr $clk_period * $clk_io_pct] -clock clk0 [all_outputs]
==> ci_impl_report.md <==
### Yosys + OpenROAD results

| Metric | Value |
|---|---|
| WHS Path Cells | `1` |
| Root Buffer Master | `clkbuf_16` |
| Fraction of registers with async set/reset | `31.91%` |
| 1st-iter DRT viols | `about 230` |
| GR Util All Layers | `between 10% and 20%` |
| Largest net degree at the start of global routing | `~44` |
| Crit path max fanout | `about 43` |
| Row count | `between 50 and 60` |
| Clk sinks | `between 90 and 100` |
| CTS clock-pin slew for the worst setup and hold paths | `approximately 70 ps` |
| Critical Path AT | `between 4000 and 5000 ps` |
| Maxcap violations | `0` |
| Share of layout cells above drive strength 1 | `5.528%` |
| I/O pin count | `about 230` |
| Die Y | `~150 um` |
| CP required | `13120 ps` |
| Crit path launch | `u_pc_reg.pc_out[2]$_DFF_PP0_` |
| Critical Path Max Stage Delay | `roughly 530 ps` |
| Total CTS buffers | `9` |
| Most instantiated logic cells after routing | `140 x clkdlybuf4s50_1, 85 x conb_1, 64 x nor2_1, 64 x edfxtp_1, 61 x and2_1` |
| Top cell area share | `slightly below 30%` |
| Main flop type | `edfxtp_1` |
| CTS tree | `done` |
| Vias in the first global route | `around 4500` |
| Worst path buffer plus inverter count | `4` |
| Final Skew | `around 13 ps` |
| Status | `completed` |
| Worst-Margin Slew | `538.5 ps` |
| Worst r2r dst | `u_regfile.registers[2][26]$_DFFE_PP_` |
| H-tree depth | `3` |
| Total tool warning count | `28` |
| Flops & latches, synth | `around 94` |
| Chip area | `around 23000 um^2` |
| Synth Seq Share | `between 40% and 50%` |
| Reg2reg start | `u_pc_reg.pc_out[2]$_DFF_PP0_` |
| Number of flops mapped to enable cells by yosys | `roughly 64` |
| Post-CTS Setup Repair Bufs | `0` |
| Top logic cell by instance count in the layout | `clkdlybuf4s50_1` |
| Fin crit share | `around half` |
| DRT Pass-1 Iters | `5` |
| Max-slew violations | `0` |
| Yosys cell types | `around 63` |
| Total gr overflow | `0` |
| CTS resizes | `0` |
| Setup tns final | `0 ps` |
| Yosys top cell by area | `edfxtp_1` |
| P&R area growth vs syn | `24.88%` |
| Worst vdd ir | `0.04062 mV` |
| Slowest cell on the critical path | `clkdlybuf4s50_1` |
| Mapped Area | `between 6000 and 7000 um^2` |
| Core area | `21760 um^2` |
| Final setup vio count | `0` |
| Hold buffers post-CTS | `0` |
| Synth Area per Inst | `9.981 um^2` |
| Gate Count Post-Synth | `between 600 and 700` |
| First-pass GRT wire length | `24470 um` |
| Routed vias/inst | `4.535` |
| Pwr/cell area | `approximately 57 nW/um^2` |
| DP HPWL | `about 12000 um` |
| CP Launch Type | `flop` |
| Max Root-Sink Buffers | `2` |
| Reg2reg setup slack | `roughly 12000 ps` |
| RSZ-0062 raised after global routing | `false` |
| Leakage | `about 3.4 nW` |
| CP endpoint | `alu_result_out[30]` |
| Final Hold Violation Tally | `0` |
| WS Path Type | `flop to output port` |
| Cell area leaders | `edfxtp_1 29%, dfrtp_1 11%, buf_4 11%` |
| Ys cells | `around 660` |
| Yosys stat chip area | `~6600 um^2` |
| Peak Freq | `122.1 MHz` |
| Hold Crit Class | `flop to flop` |
| Port bufs | `roughly 140` |
| Initial antenna violation count | `0` |
| FP Util | `30.46%` |
| YS warnings | `10` |
| Placed instance area | `~8000 um^2` |
| Vias | `between 4000 and 5000` |
| Routability Congestion | `around 0.85` |
| R2R cell count | `14` |
| Top Family by Delay on Critical Path | `AND-OR/OR-AND gates` |
| Minimum clock period | `around 8200 ps` |
| CP Capture Type | `output port` |
| Critical Path Stages | `15` |
| WL per Instance | `about 15 um` |
| Ant diodes | `0` |
| Drt total wl | `approximately 16000 um` |
| Detail Route Antenna Nets | `0` |
| Clk latency late pin | `360 ps` |
| Die span in x | `roughly 150 um` |
| Critical path, cell by cell | `inv_1, ha_2, buf_4, buf_4, nor2b_1, a21o_1, fa_1, a21o_1, a21oi_1, o211ai_1, a21boi_2, o21ai_2, a221oi_2, xnor2_1, clkdlybuf4s50_1` |
| Cell area after layout | `around 8300 um^2` |
| Relative slew slack | `63.94%` |
| DRC errors left | `0` |
## worst min-delay path by stage
stage                                          from                             to  slack [ps]
final                 u_pc_reg.pc_out[31]$_DFF_PP0_  u_pc_reg.pc_out[31]$_DFF_PP0_         470
after global routing  u_pc_reg.pc_out[31]$_DFF_PP0_  u_pc_reg.pc_out[31]$_DFF_PP0_         490
after CTS             u_pc_reg.pc_out[31]$_DFF_PP0_  u_pc_reg.pc_out[31]$_DFF_PP0_         480
## cell families (layout without fill, tap and decap cells)
group,Yosys count,count (layout),share of synthesized area [%]
AND/OR/NAND/NOR,218,218,17.01
buffers and inverters,122,171,12.25
AND-OR/OR-AND,105,105,11.27
flip-flops,94,94,40.32
XOR/XNOR,54,54,7.136
adder cells (fa/ha/maj),36,36,6.910
multiplexers,33,33,4.984
other,2,85,0.1133
## worst register-to-register path: stages, from the launching register on
cell and delay [ps]:
dfrtp_1 430, inv_1 120, ha_2 180, buf_4 320, buf_4 520, nor2b_1 140, a21o_1 210, fa_1 420
a21o_1 210, a21oi_1 250, o211ai_1 240, a21boi_2 370, o21ai_2 160, a211oi_2 240, xnor2_1 150
## flip-flops by register name, summed over array words and instances, names as in the netlist
name and count:
u_regfile.registers 64, u_pc_reg.pc_out 30
## where the power goes
group          switching [W]  internal [W]
registers                  0      0.000252
clock network      0.0000983      0.000114
logic             0.00000382   0.000000612
## synth_stat cells, types with 7 or more instances
cell      instances
a21o_1           18
a21oi_1          25
and2_1           61
and3_1            7
buf_4            94
clkbuf_1         17
dfrtp_1          30
edfxtp_1         64
ha_1             35
inv_1             8
mux2i_1          33
nand2_1          30
nand3_1          20
nand4_1           9
nor2_1           64
o21a_1            7
o21ai_0          13
xnor2_1          36
xor2_1           18
## layer usage
| layer | routed length [um] | global-route usage, % |
|---|---|---|
| met5 | 0 | 0 |
| met2 | 7362 | 22.00 |
| met1 | 7317 | 21.73 |
| met4 | 175 | 1.550 |
| met3 | 1017 | 3.400 |
## layout make-up
class / count / area [um^2]
Fill cell: 2149 / 13480
Multi-Input combinational cell: 531 / 3472
Sequential cell: 94 / 2673
Timing Repair Buffer: 147 / 1454
Tap cell: 280 / 350.3
Clock buffer: 10 / 250.2
Clock inverter: 6 / 47.55
Inverter: 8 / 30.03
## stage by stage
stage | hold WS, ps | cells | utilization, % | setup slack (ps) | total power, W
floorplan | 424.3 | 747 | - | 9842 | 0.0002739
global placement | 463.8 | 1060 | 36.67 | 8658 | 0.0002621
detailed placement | 465.0 | 1060 | 36.67 | 8571 | 0.0002619
CTS | 475.4 | 1076 | 38.04 | 8147 | 0.0004753
global route | 486.0 | 1076 | 38.04 | 7885 | 0.0004849
finish | 467.7 | 1076 | 38.04 | 8212 | 0.0004689
Power figures rest on the tool's default switching activity, not on a simulated workload.
